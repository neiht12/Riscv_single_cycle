==> run.sh <==
#!/bin/bash
# OpenROAD 26Q1-2900-gdf79404cd8, Yosys 0.63+post, stock flow scripts
make -C /OpenROAD-flow-scripts/flow DESIGN_CONFIG=/design/flow/config.mk WORK_HOME=/design/flow/orfs finish
==> constraint.sdc <==
current_design PC_Module

set clk_period 1.0
set clk_io_pct 0.2

create_clock -name clk0 -period $clk_period [get_ports {clk}]

set non_clock_inputs [all_inputs -no_clocks]
set_input_delay [expr $clk_period * $clk_io_pct] -clock clk0 $non_clock_inputs
set_output_delay [expr $clk_period * $clk_io_pct] -clock clk0 [all_outputs]
==> config.mk <==
export PLATFORM = sky130hd
export DESIGN_NAME = PC_Module
export DESIGN_NICKNAME = PC_Module
export VERILOG_FILES = /design/flow/design.v
export SDC_FILE = /design/flow/constraint.sdc
export NUM_CORES = 4
export LEC_CHECK = 1
export CORE_AREA = 10 10 102 102
export DIE_AREA = 0 0 112 112
==> design.v <==
module PC_Module(PC_NEXT,PC,rst,clk);
    input [31:0] PC_NEXT;  
    input rst,clk;
    output reg [31:0] PC;
    always @(posedge clk)
    begin
        if (rst == 1'b0) begin
            PC <= 32'h00000000;
        end
        else begin
            PC <= PC_NEXT;
        end
    end
endmodule
==> datasheet_impl.txt <==
Physical implementation characteristics

Parameter                              Value

Logic synthesis
  Ranking of synthesized cells by area    sky130_fd_sc_hd__dfxtp_1 (72%), sky130_fd_sc_hd__and2_2 (27%), sky130_fd_sc_hd__clkbuf_2 (1.7%)
  Number of standard cells reported by yosys    around 67
  Synthesized netlist cell count    67
  Area reported by Yosys stat    roughly 900 µm²
  Post-synthesis sequential element count    32
  Largest area contributor in the synthesized netlist    sky130_fd_sc_hd__dfxtp_1
  Post-Syn Area    between 800 and 900 µm²
  Seq share, synth    0.715
  Count of cell types in the netlist    3
  Mapped Avg Cell Area    13.4 µm²
  Syn. warnings    1
  Share of the synthesized area in the top cell type    0.715

Worst setup path
  Critical path data required time    approximately 0.80 ns
  Ordered list of cells on the worst path    clkdlybuf4s15_1
  Class of the most critical setup path    register to primary output
  End point of the critical path    PC[11]
  Crit path buf inv count    1
  Cell type of the slowest stage on the worst timing path    sky130_fd_sc_hd__dfxtp_1
  Largest stage delay, worst path    about 0.31 ns
  Crit path depth    1
  Startpoint Class    register
  CP top delay family    flip-flops
  CP startpoint    PC[11]
  Maximum fanout count along the critical path    1
  Sort of element at the end of the critical path    primary output
  WP data arrival    between 0.7 and 0.8 ns

Power
  Power per unit of standard cell area    about 1500 nW/µm²
  Maximum resistive drop on vdd    around 460 µV
  Part of the total power dissipated in sequential elements    0.515
  Switching pwr    516 µW
  Switching share of total power    0.195
  Portion of total power attributed to combinational logic    0.105
  Leakage power summed over all cells    between 0.0007 and 0.0008 µW
  Relative contribution of the clock network to total power    0.379
  Cell Int Power    approximately 2100 µW

GRT
  Largest net degree at the start of global routing    33
  GRT Util Overall    0.0451
  Total overflow reported by the global router    0
  Initial antenna violation count    0
  Wire length of the first global-routing pass    4550 µm
  Via count of the first global-routing pass    roughly 750

Timing
  RSZ-0062 raised after global routing    false
  Least-Margin Pin Slew    around 0.11 ns
  Final Hold Violation Tally    0
  Total Negative Setup Slacks    0 ns
  Post-layout period usage of the worst path    0.968
  Normalized max-slew margin    0.926
  Highest attainable clock frequency    1030 MHz
  Min Clock Period, post-route    0.968 ns
  Final setup viols    0
  Min setup slack post-route    roughly 0.032 ns
  Max-slew violations    0

CTS
  Number of buffers created by CTS    5
  Count of hold buffers inserted by post-cts repair    0
  Post-cts repair resize count    ~70
  Clock tree buffer depth    2
  Root buffer selected by CTS    sky130_fd_sc_hd__clkbuf_8
  Num Clock Sinks    32
  Clock tree from TritonCTS    yes
  Maximum level of the CTS H-tree    2
  Post-CTS Setup Inserts    0
  Clock-pin slew reported for the worst setup and hold paths after clock tree synthesis    ~0.07 ns

Placement
  Port Buf Inserts    approximately 65
  Routability cong.    a little over 0.7
  Minimum setup slack after placement    -0.132 ns

Run
  Number of maximum-capacitance constraint violations    0
  Number of warnings in the stage logs    25

Route
  Post-Route WL    around 2900 µm
  Post-route ant nets    0
  Detailed-route via count    approximately 690
  ANT cells    0
  Routed wirelength normalized by instance count    12.0 µm
  First-pass iteration count of the detailed router    2
  Ratio of routed vias to standard cells    between 2 and 3
  Post-route DRC violation count    0
  Initial DRC count    21

Final layout
  Max reg flops    32
  Register with the most flip-flops    PC
  Share of post-route cells with drive strength above 1    0.471
  Dominant logic cell types in the final layout    sky130_fd_sc_hd__clkdlybuf4s50_1 (33), sky130_fd_sc_hd__and2_2 (32), sky130_fd_sc_hd__dfxtp_1 (21)
  Final core utilization    0.208
  Top logic cell by instance count in the layout    sky130_fd_sc_hd__clkdlybuf4s50_1
  Area growth syn-to-layout    91.1%
  Registers with the most flip-flops    PC x32

Die
  Count of boundary I/O pins    around 66
  Horizontal extent of the die    112 µm
  Standard-cell rows    33
  Die area    about 13000 µm²
  Share of the core filled by cells before placement    0.109
  Die extent in y    ~110 µm
  Core footprint    slightly above 8000 µm²

Outcome
  Outcome    complete, no violations

Min path
  Classification of the worst-slack hold path    primary input to register
-- per-layer routing --
metal | global-route usage | vias to the layer above | share of wire
li1 | - | 341 | -
met1 | 0.0512 | 298 | 0.37
met2 | 0.0680 | 42 | 0.44
met3 | 0.0320 | 5 | 0.16
met4 | 0.00931 | 0 | 0.024
met5 | 0 | - | 0
-- cell type report --
class / count / area [µm²]
Clock buffer: 8 / 90.1
Fill cell: 885 / 6500
Multi-Input combinational cell: 32 / 240
Sequential cell: 32 / 654
Tap cell: 105 / 131
Timing Repair Buffer: 66 / 596
-- cell families (layout without fill, tap and decap cells) --
family / count (synthesis) / after routing / synth area share
buf+inv: 3 / 74 / 0.0168
flops: 32 / 32 / 0.715
simple gates: 32 / 32 / 0.268
-- metrics by stage --
step	hold slack (ns)	power, µW	cells	cell area (µm²)
floorplan	0.336	1430	67	896
CTS	0.500	2720	243	1770
detailed placement	0.800	1720	235	1680
global route	0.509	2790	243	1710
global placement	0.796	1720	235	1680
finish	0.511	2650	243	1710
-- synth_stat cells --
| cell type | count |
|---|---|
| sky130_fd_sc_hd__clkbuf_2 | 3 |
| sky130_fd_sc_hd__and2_2 | 32 |
| sky130_fd_sc_hd__dfxtp_1 | 32 |
-- power by group through the flow --
stage / Clock, µW / Sequential (µW) / Combinational, µW
after CTS: 1060 / 1360 / 302
after global routing: 1110 / 1370 / 310
final: 1000 / 1360 / 279
-- how the worst min path moves through the flow --
stage                       start     end  cells past startpoint
after CTS             PC_NEXT[30]  PC[30]                      2
after global routing  PC_NEXT[26]  PC[26]                      2
final                 PC_NEXT[30]  PC[30]                      2
No activity file was given, so power comes from the tool's default toggle rates.
