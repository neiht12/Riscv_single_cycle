==> /design/flow/config.mk <==
export PLATFORM = sky130hd
export DESIGN_NAME = alu
export DESIGN_NICKNAME = alu
export VERILOG_FILES = /design/flow/design.v
export SDC_FILE = /design/flow/constraint.sdc
export NUM_CORES = 4
export LEC_CHECK = 1
export CORE_UTILIZATION = 40
==> /design/flow/constraint.sdc <==
current_design alu

set clk_period 12.6
set clk_io_pct 0.2

create_clock -name clk0 -period $clk_period

set non_clock_inputs [all_inputs -no_clocks]
set_input_delay [expr $clk_period * $clk_io_pct] -clock clk0 $non_clock_inputs
set_output_delay [expr $clk_period * $clk_io_pct] -clock clk0 [all_outputs]
==> /design/flow/design.v <==
module alu(
    input [31:0] A, B,
    input [3:0] ALUControl,
    output [31:0] Result,
    output Z_flag,
    output N_flag,
    output C_flag,
    output V_flag
);
    wire [31:0] a_and_b = A & B; 
    wire [31:0] a_or_b  = A | B;
    wire [31:0] not_b   = ~B;
    wire [31:0] b_mux   = (ALUControl[0] == 1'b0) ? B : not_b;
    wire [31:0] sum;
    wire carry_out;
    assign {carry_out, sum} = A + b_mux + ALUControl[0];
    wire [31:0] slt = ($signed(A) < $signed(B)) ? 32'b1 : 32'b0;
    wire [31:0] sll = A << B;
    reg [31:0] mux_out;
    always @* begin
        case (ALUControl)
            4'b0000: mux_out = sum;                 
            4'b0001: mux_out = sum;                 
            4'b0010: mux_out = a_and_b;             
            4'b0011: mux_out = a_or_b;              
            4'b0100: mux_out = sll;                 
            4'b0101: mux_out = slt;                 
            4'b0110: mux_out = A ^ B;               
            4'b0111: mux_out = A >> B;              
            4'b1000: mux_out = ($unsigned(A) < $unsigned(B)) ? 32'b1 : 32'b0;  
            4'b1111: mux_out = $signed(A) >>> B;    
            default: mux_out = 32'bx;
        endcase
    end
    assign Result  = mux_out;
    assign Z_flag  = (Result == 32'b0);             
    assign N_flag  = Result[31];                    
    assign C_flag  = carry_out & ~ALUControl[0];    
    assign V_flag  = (~ALUControl[1]) & (A[31] ^ sum[31]) & ~(A[31] ^ B[31] ^ ALUControl[0]);  
endmodule
==> /design/flow/run.sh <==
#!/bin/bash
# OpenROAD 26Q1-2900-gdf79404cd8, Yosys 0.63+post, stock flow scripts
make -C /OpenROAD-flow-scripts/flow DESIGN_CONFIG=/design/flow/config.mk WORK_HOME=/design/flow/orfs finish
==> changes_impl.md <==
## Implementation

* Status: complete, no violations
* Tool warnings at 96
* Yosys warning total at 1
* Critical path arrival at slightly above 8 ns
* P_sw at roughly 0.37 mW
* Synthesis area per yosys at 10600 um2
* Area delta synth->final at 12.4%
* Die height at roughly 160 um
* Share of layout cells above drive strength 1 at 0.128
* Family with the most delay on the worst path: simple AND/OR/NAND/NOR gates
* Vias per inst at approximately 7
* Post-CTS Setup Inserts at 0
* Global route overflow at 0
* Highest-count logic cell in the final layout: ha_1
* Switching Fraction at 0.603
* Io pins at around 100
* Slew @ Worst Pin at 1.01 ns
* Pin count of the biggest net entering global routing at 48
* Internal at 0.245 mW
* Total wire length at about 60 mm
* Vias in the first global route at 11600
* Die area at 27100 um2
* F_max at 0.0938 GHz
* Top layer in use: met5
* Most used cell along the critical path: or4_1
* Synthesized cell area at 10600 um2
* DRC errors left at 0
* Global-route wire length before repair at 83.5 mm
* Vias at 12400
* Largest cells by area: ha_1, mux4_2, mux2i_1, o21ai_0, nand2_1
* WL met2 at 24.9 mm
* Core ar. at between 20000 and 30000 um2
* Detailed Place HPWL at 46.0 mm
* Min-delay worst type: primary input to output port
* Worst Hold Launch: ALUControl[0]
* Crit path time final at 10.66 ns
* Final ANT Viol Nets at 0
* Met1 WL at 24.6 mm
* Critical path startpoint category: primary input
* DP Cell Count at 1770
* Worst vdd rail ir drop at between 30 and 40 uV
* Max incr delay on CP at 1.03 ns
* Pre-antenna DRT Iters at 5
* Cycle use final at 0.846
* Initial antenna violation count at 4
* Top cell area share at 0.150
* Register area at 0 um2
* CP Capture Type: output port
* FILL cells at 2608
* # port buffers at 104
* Yosys cell count at 1397
* GPL Wtd Cong at 1.10
* Hold buffer count at cts at 0
* Clock buffers at 0
* Slew Limit Fails at 0
* Dominant logic cell types in the final layout: ha_1, nand2_1, clkdlybuf4s50_1
* Die width at approximately 160 um
* Leak Pwr at between 4 and 5 nW
* Worst Setup Path Type: primary input to output port
* Final Hold Fails at 0
* Gate Count Post-Synth at about 1400
* PD cells at approximately 52 nW/um2
* Initial Utilization at 0.407
* Req. time, crit path at 10.08 ns
* Setup TNS at 0 ns
* Setup crit start: A[11]
* Crit path buffers/inverters at 3
* Initial drt markers at ~1500
* # rows at 59
* Crit-path max FO at 16
* RSZ-0062 raised after global routing: no
* Global-route usage over all layers at 0.443
* CP max-delay cell: clkdlybuf4s50_1
* Sequential area share after synthesis at 0
* Cell type with the largest total area: ha_1
* Crit-path cells: clkdlybuf4s50_1 -> inv_1 -> ha_1 -> or4_1 -> nor3_1 -> o21ai_0 -> o2111ai_1 -> a21boi_0 -> a2111oi_4 -> o211ai_1 -> or4_1 -> or4b_1 -> or4_1 -> nor4_2 -> clkdlybuf4s50_1
* FF+latch count at 0
* Maxcap violations at 0
* Post-CTS Resized at 0
* Avg Inst Size Synth at approximately 7.6 um2
* Met3 WL post-DR at 5.61 mm
* Relative max-transition margin at 0.309
* Final std cells w/o fill at around 1800
* Post-synth cell types at 97
* Final setup viols at 0
* Average wire per standard cell at 33.1 um
## layer usage
metal,global-route usage,up-vias
met5,0.00758,-
met4,0.214,2
met3,0.103,163
met2,0.648,801
met1,0.617,5989
li1,-,5475
## synthesized netlist by cell type, drive strengths merged, types with 14 or more instances
library cell / number
a21o: 14
mux2: 22
a221oi: 22
nor4: 21
nor3: 35
inv: 85
nand3: 31
mux2i: 65
clkbuf: 66
o211ai: 24
o21ai: 94
xor2: 38
o22ai: 24
buf: 60
nand2: 108
a22oi: 21
nor2: 98
ha: 127
nand2b: 21
mux4: 62
a21oi: 70
a211oi: 23
a31oi: 21
## kinds of logic after synthesis
group                      synth area share
AOI/OAI and AO/OA                     0.294
and+or+nand+nor                       0.202
buffers and inverters                0.0884
muxes                                 0.223
adders and majority gates             0.152
xor gates and xnor gates             0.0414
## worst paths after layout
path	endpoint	slack (ns)	cells past startpoint
worst max-delay path	Z_flag	1.94	15
worst min-delay path	C_flag	6.19	4
## power by group through the flow
stage    Sequential, mW  Clock [mW]  Combinational (mW)
4_1_cts               0           0               0.602
5_1_grt               0           0               0.654
## area by class of cell
| cell class | count | area, um2 | share of cell area |
|---|---|---|---|
| antenna | 1 | 2.50 | 0.000211 |
| inverter | 86 | 323 | 0.0272 |
| timing repair buffer | 164 | 1470 | 0.124 |
| tap | 335 | 419 | 0.0353 |
| multi-input combinational | 1185 | 9670 | 0.814 |
## stage by stage
stage	total power, mW	setup slack [ns]	cell area (um2)	utilization	hold slack, ns
after floorplan	0.351	3.07	10600	-	5.23
after global placement	0.601	2.03	11900	0.457	6.20
after detailed placement	0.598	2.06	11900	0.457	6.19
after CTS	0.602	2.01	11900	0.457	6.20
after global routing	0.654	1.80	11900	0.457	6.27
final	0.617	1.94	11900	0.457	6.19
Power and IR drop assume default switching activity.
